==> flow/design.v <==
module vga_ctrl (
    input pclk,
    input reset,
    input [23:0] vga_data,
    output [9:0] h_addr,
    output [9:0] v_addr,
    output hsync,
    output vsync,
    output valid,
    output [7:0] vga_r,
    output [7:0] vga_g,
    output [7:0] vga_b
);
parameter h_frontporch = 96;
parameter h_active = 144;
parameter h_backporch = 784;
parameter h_total = 800;
parameter v_frontporch = 2;
parameter v_active = 35;
parameter v_backporch = 515;
parameter v_total = 525;
reg [9:0] x_cnt;
reg [9:0] y_cnt;
wire h_valid;
wire v_valid;
always @(posedge pclk) begin
    if(reset == 1'b1) begin
        x_cnt <= 1;
        y_cnt <= 1;
    end
    else begin
        if(x_cnt == h_total)begin
            x_cnt <= 1;
            if(y_cnt == v_total) y_cnt <= 1;
            else y_cnt <= y_cnt + 1;
        end
        else x_cnt <= x_cnt + 1;
    end
end
assign hsync = (x_cnt > h_frontporch);
assign vsync = (y_cnt > v_frontporch);
assign h_valid = (x_cnt > h_active) & (x_cnt <= h_backporch);
assign v_valid = (y_cnt > v_active) & (y_cnt <= v_backporch);
assign valid = h_valid & v_valid;
assign h_addr = h_valid ? (x_cnt - 10'd145) : 10'd0;
assign v_addr = v_valid ? (y_cnt - 10'd36) : 10'd0;
assign {vga_r, vga_g, vga_b} = vga_data;
endmodule
==> flow/run.sh <==
#!/bin/bash
# OpenROAD 26Q1-2900-gdf79404cd8, Yosys 0.63+post, stock flow scripts
make -C /OpenROAD-flow-scripts/flow DESIGN_CONFIG=/design/flow/config.mk WORK_HOME=/design/flow/orfs finish
==> flow/config.mk <==
export PLATFORM = sky130hd
export DESIGN_NAME = vga_ctrl
export DESIGN_NICKNAME = vga_ctrl
export VERILOG_FILES = /design/flow/design.v
export SDC_FILE = /design/flow/constraint.sdc
export NUM_CORES = 4
export LEC_CHECK = 1
export CORE_AREA = 10 10 89 89
export DIE_AREA = 0 0 99 99
==> flow/constraint.sdc <==
current_design vga_ctrl

set clk_period 4.1
set clk_io_pct 0.2

create_clock -name clk0 -period $clk_period [get_ports {pclk}]

set non_clock_inputs [all_inputs -no_clocks]
set_input_delay [expr $clk_period * $clk_io_pct] -clock clk0 $non_clock_inputs
set_output_delay [expr $clk_period * $clk_io_pct] -clock clk0 [all_outputs]
==> deck_impl_summary.md <==
Implementation Results

Route
  – # DRC: 0
  – WL/cell: 12.59 um
  – Vias per Instance: 4.678
  – Final antenna-violating net count: 0
  – Vias: 1366
  – DRT iter0 DRCs: 92
  – Inserted Diodes: 0
  – Pre-antenna DRT Iters: 5
  – Drt total wl: 3677 um

Power and ir drop
  – Reg power frac: 53.2%
  – NetSw: 0.08918 mW
  – Lkg Pwr: 0.6595 nW
  – Switching Fraction: 23.00%
  – Clock power share: 38.2%
  – Comb power frac: 8.6%
  – Pwr Density: 210.0 mW/mm^2
  – Max IR drop VDD: 0.0002195 V
  – Internal: 0.2986 mW

Clock tree
  – Root Driver: clkbuf_8
  – Number of setup buffers added after CTS: 0
  – Hold buffers post-CTS: 0
  – Cts repair resizes: 0
  – Clock net sink count: 20
  – Clk ins delay skew pair: 0.26 ns
  – Reg clk slew, reported paths: 0.08 ns
  – Clock tree from TritonCTS: built
  – Num CTS Buffers: 3
  – Clk buf depth: 2
  – H-tree Lvls: 1

Worst setup path
  – R2R Path Start: x_cnt[0]$_SDFF_PP1_
  – Critical Path AT: 2.47 ns
  – Crit Path Class: reg -> out
  – Worst Reg-to-Reg Cells: 6
  – CP endpoint kind: primary output
  – Reg2reg setup slack: 1.79 ns
  – Crit-path slowest cell: or4_1
  – Cell Chain, Critical Path: or4_1 -> o31ai_1 -> o21ai_1 -> a21oi_1 -> clkdlybuf4s50_1
  – CP max stage delay: 0.60 ns
  – CP max FO: 12
  – Crit path to: v_addr[4]
  – Worst setup startpoint: y_cnt[5]$_SDFFE_PP0P_
  – Required @ worst endpoint: 3.28 ns
  – CP Launch Type: flip-flop
  – FF-to-FF End: y_cnt[8]$_SDFFE_PP0P_

GRT
  – Initial antenna violation count: 0
  – Vias in the first global route: 1234
  – GRT Resource Usage Total: 7.233%
  – Grt ovf: 0
  – First-pass GRT wire length: 6085 um
  – Largest net degree at the start of global routing: 13

Final timing
  – Period utilization: 80.23%
  – Slew @ Worst Pin: 0.7274 ns
  – RSZ-0062 raised after global routing: false
  – Setup_tns: 0 ns
  – Final setup margin: 0.8105 ns
  – Final Hold Vio Count: 0
  – Top achievable clock speed: 304.0 MHz
  – Max Slew Vio Count: 0
  – Rel. slew slack: 51.18%
  – Minimum clock period: 3.290 ns
  – Setup Viol. Count Final: 0
  – Clk_skew: 0.006242 ns

Synthesis
  – Ys async rst share: 0%
  – #FFs+latches synth: 20
  – Top-count cell post-synth: nor2_1
  – Mapped cell area: 0.001697 mm^2
  – Netlist cell types: 42
  – Mean Syn Cell Area: 7.541 um^2
  – Yosys cell count: 225
  – Synth area leader: dfxtp_1
  – Yosys warns: 1
  – Sequential area share after synthesis: 23.60%
  – Top cells by count: 33 x nor2_1, 25 x buf_4, 20 x dfxtp_1, 20 x xnor2_1
  – Yosys stat area: 0.001697 mm^2
  – Top post-synthesis cells by area: dfxtp_1 24%, buf_4 11%, xnor2_1 10%
  – Post-synth EDFFs: 0
  – Top_reg_cell synth: dfxtp_1
  – Post-synth top area share: 23.60%
  – Post-Syn Instances: 225

Flow run
  – Max-cap viol count: 0
  – Tool warnings: 31

Layout
  – Synth-to-layout area growth: 8.849%
  – Layout fillers: 631
  – Share of layout cells above drive strength 1: 5.530%

Die
  – Core Area: 0.005991 mm^2
  – Chip Area: 0.009801 mm^2
  – Row cnt: 28
  – IO Pins: 73
  – Die width: 99 um
  – FP Util: 28.32%
  – DIE HEIGHT: 99 um

Worst hold path
  – Min-Delay Path Class: reg -> reg
  – Worst Hold Path Cells: 2

Outcome
  – Outcome: finished, final reports clean

Place
  – IO Port Bufs: 24
  – HPWL after detailed placement: 2830 um
  – Pre-CTS setup slack: 1.072 ns
  – RD Place Congestion: 0.8240
[cell families (layout without fill, tap and decap cells)]
kind of cell    Yosys count  after routing  synth area share (%)
xor+xnor                 22             22                 11.36
simple gates             96             96                 29.79
buf+inv                  48             40                 17.18
mux                       2              2                 1.180
compound gates           28             28                 10.25
flops                    20             20                 23.60
fa+ha+maj                 9              9                 6.637
[registers in the layout (all words and copies together), names as in the netlist]
name / flops
x_cnt: 10
y_cnt: 10
[metrics by stage]
step / hold WS [ns] / total power, mW / area [um^2] / cells / utilization, %
CTS: 0.5484 / 0.3919 / 1847 / 292 / 30.83
floorplan: 0.4834 / 0.2531 / 1697 / 225 / -
finish: 0.5413 / 0.3878 / 1847 / 292 / 30.83
detailed placement: 0.5372 / 0.2435 / 1792 / 288 / 29.91
global placement: 0.5193 / 0.2431 / 1792 / 288 / 29.91
global route: 0.6069 / 0.4072 / 1847 / 292 / 30.83
[routing by layer]
| layer | wire length [um] | part of all wire (%) | track usage [%] |
|---|---|---|---|
| met1 | 1760 | 48 | 9.417 |
| met4 | 19 | 0.52 | 0.5513 |
| met3 | 213 | 5.8 | 2.396 |
| met5 | 0 | 0 | 0 |
| met2 | 1684 | 46 | 11.82 |
[critical path: cells and delay by family (launching register included)]
| kind | cells | cell delay (ns) |
|---|---|---|
| AND/OR/NAND/NOR | 1 | 0.60 |
| AND-OR/OR-AND | 3 | 0.70 |
| buffers and inverters | 1 | 0.49 |
| flip-flops | 1 | 0.43 |
[placed cells by master, fill, tap and decap left out, drive strengths merged, types with 3 or more instances in the layout]
cell           instances
a21oi                 11
clkbuf                 4
clkdlybuf4s50         24
dfxtp                 20
ha                     9
inv                   10
nand2                 12
nand2b                 3
nand3                 12
nor2                  33
nor3                   8
nor4                   6
o21ai                  5
or3                    5
or4                    4
xnor2                 20
[final cells by class]
cell class,instances,area (um^2),share of cell area (%)
sequential,20,400.4,21.68
tap,75,93.84,5.081
multi-input combinational,157,1005,54.40
clock buffer,4,55.05,2.981
inverter,10,37.54,2.033
timing repair buffer,26,255.2,13.82
[power by group through the flow]
stage | registers [mW] | logic [mW] | clock network [mW]
finish | 0.206 | 0.0332 | 0.148
global route | 0.207 | 0.0378 | 0.162
CTS | 0.206 | 0.0334 | 0.152
[worst min path at each step]
stage / from / to / slack [ns]
after CTS: y_cnt[1]$_SDFFE_PP0P_ / y_cnt[1]$_SDFFE_PP0P_ / 0.55
after global routing: y_cnt[1]$_SDFFE_PP0P_ / y_cnt[1]$_SDFFE_PP0P_ / 0.61
final: y_cnt[1]$_SDFFE_PP0P_ / y_cnt[1]$_SDFFE_PP0P_ / 0.54
Power and IR drop assume default switching activity.
