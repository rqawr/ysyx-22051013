==> config.mk <==
export PLATFORM = sky130hd
export DESIGN_NAME = ysyx_22051013_cache_data_ram
export DESIGN_NICKNAME = ysyx_22051013_cache_data_ram
export VERILOG_FILES = /design/flow/design.v
export SDC_FILE = /design/flow/constraint.sdc
export NUM_CORES = 4
export LEC_CHECK = 1
export CORE_UTILIZATION = 30
export SYNTH_MEMORY_MAX_BITS = 65536
==> run.sh <==
#!/bin/bash
# OpenROAD 26Q1-2900-gdf79404cd8, Yosys 0.63+post, stock flow scripts
make -C /OpenROAD-flow-scripts/flow DESIGN_CONFIG=/design/flow/config.mk WORK_HOME=/design/flow/orfs finish
==> design.v <==
module ysyx_22051013_cache_data_ram (
      Q, CLK, CEN, WEN, BWEN, A, D
);
parameter Bits = 128;
parameter Word_Depth = 64;
parameter Add_Width = 6;
parameter Wen_Width = 128;
output reg [Bits-1:0] Q;
input                 CLK;
input                 CEN;
input                 WEN;
input [Wen_Width-1:0] BWEN;
input [Add_Width-1:0] A;
input [Bits-1:0]      D;
wire cen  = ~CEN;
wire wen  = ~WEN;
wire [Wen_Width-1:0] bwen = ~BWEN;
reg [Bits-1:0] ram [0:Word_Depth-1];
always @(posedge CLK) begin
    if(cen && wen) begin
        ram[A] <= (D & bwen) | (ram[A] & ~bwen);
    end
    Q <= cen && !wen ? ram[A] : {4{$random}};
end
endmodule
==> constraint.sdc <==
current_design ysyx_22051013_cache_data_ram

set clk_period 131.5
set clk_io_pct 0.2

create_clock -name clk0 -period $clk_period [get_ports {CLK}]

set non_clock_inputs [all_inputs -no_clocks]
set_input_delay [expr $clk_period * $clk_io_pct] -clock clk0 $non_clock_inputs
set_output_delay [expr $clk_period * $clk_io_pct] -clock clk0 [all_outputs]
==> flow_summary.ini <==
; flow metrics
[status]
outcome = finished with violations
violations = capacitance limit, slew limit

[critical_path]
start_kind = input pin
worst-setup-path-type = in -> reg
critical_path_slowest_stage_cell = sky130_fd_sc_hd__a2111oi_0
cpPeakStageDelay_ns = 0.74
crit_chain = buf_16 > buf_4 > buf_4 > buf_4 > buf_4 > buf_4 > buf_4 > or3b_2 > a21oi_1 > a2111oi_0 > nand4_1 > nor4b_2 > a21oi_4 > buf_4
worstPathRequired_ns = 132.33
critical_path.endpoint_type = register
path_buffers = 8
worstPathMaxFanout = 68
arrival_ns = 33.32
critPathTopFamily = buffers and inverters
cpMostUsedCell = sky130_fd_sc_hd__buf_4

[die]
chip_area_mm2 = 1.08
fp.coreArea_mm2 = 1.07
floorplanUtilization_pct = 30.1
core.rowCount = 380
floorplan.die.height_um = 1040
io_pins = 393
die-width_um = 1040

[clocking]
tritoncts_num_sinks = 8320
clockRootBuffer = sky130_fd_sc_hd__clkbuf_16
cts_inserted_buffers = 858
cts_post_setup_buffers_inserted = 0
ctsResizeCount = 0
post_cts_hold_buffer_count = 0
cts_max_level = 6
clk_pin_slew_ns = 0.06
cts-root-to-sink-buffers = 5
clk-insertion-delay-late_ns = 1.25
tritoncts = done

[timing]
report.final.hold_viol_count = 0
maxClockFrequency_mhz = 30.8
timing.final.crit_share_pct = 24.7
post_route_setup_tns_ns = 0
setup_slack_ns = 99.01
finalSetupViolCount = 0
relSlewSlack_pct = -3.24
timing.clock.skew_ns = 0.145
worst_pin_slew_ns = 1.51
rsz0062_at_grt = no
finalCriticalPeriod_ns = 32.49
finalMaxSlewViolations = 2

[global_route]
globalRoute.totalOverflow = 0
grt_pass1_wl_um = 1520000
antenna_found_initial = 49
groute.layer.met3.usage_pct = 19.2
met2_usage_pct = 30.8
global_route.usage.met1_pct = 20.6
grt_max_degree = 138
grt-busiest-layer = met2
first_global_vias = 200000
global_route.usage.total_pct = 21.2

[pwr]
static_leakage_power_nw = 116
totalPowerFinal_mw = 5.71
cellPowerDensity_mw_per_mm2 = 15.2
vdd_ir_drop_max_mv = 0.0142

[synth]
yosys_cells = 19000
syn_inst = 19000
synth-area-yosys_mm2 = 0.323
mean_cell_area_of_the_mapped_netlist_um2 = 17.0
synthesis.yosys.warnings = 3
proportion_of_synthesized_flip_flops_having_asynchronous_set_or_reset_pct = 0
edf_count = 8192
synth_top_flop_cell = sky130_fd_sc_hd__edfxtp_1
ys_seq_share_pct = 77.0
yosysUniqueCellTypes = 72
syn_area_mm2 = 0.323
ys_seq_elements = 8320

[placed_design]
dp_hpwl_um = 628000
buffer_ports.inserted = 392
routabilityCongestion = 0.881
detailedPlace.worstSlack_ns = 98.02

[finish]
layout.cells.most_common = sky130_fd_sc_hd__edfxtp_1
syn2layout_area_growth_pct = 16.6
final_cell_mix = sky130_fd_sc_hd__edfxtp_1, sky130_fd_sc_hd__a22oi_1, sky130_fd_sc_hd__buf_4
n_fill_cell = 98400
drive_gt1_share_pct = 17.1

[detailed_routing]
drt_iter0_drc = 14200
antenna_left = 0
detailedRoute.firstPassIterationCount = 6
drt_drc_violations_left = 0
num_vias = 190000
drt_wl_total_um = 1090000
route.detailed.wl_per_inst_um = 31.3
vias_per_cell = 5.46

[worst_hold_path]
holdCritPathClass = reg -> reg

[job]
cap_violations = 1
stage_log_warning_count = 50
==> worst register-to-register path, stage by stage, from the launching register on <==
cell                        delay, ns
sky130_fd_sc_hd__edfxtp_1        0.35
sky130_fd_sc_hd__or3b_2          0.20
sky130_fd_sc_hd__a21oi_1         0.06
sky130_fd_sc_hd__a2111oi_0       1.01
sky130_fd_sc_hd__nand4_1         0.74
sky130_fd_sc_hd__nor4b_2         0.80
sky130_fd_sc_hd__a21oi_4         0.11
sky130_fd_sc_hd__buf_4           0.32
==> logic make-up (layout without fill, tap and decap cells) <==
family          Yosys count  count (layout)  synth area share, %
other cells               0              65                    0
mux                    1382            1382                 4.91
compound gates         4509            4509                 9.87
flops                  8320            8320                 77.0
buf+inv                1493            2993                 1.92
simple gates           3267            3267                 6.29
==> Yosys cell counts (117+ instances only) <==
master,number,area [µm²]
sky130_fd_sc_hd__dfxtp_1,128,2560
sky130_fd_sc_hd__a2111oi_0,185,1620
sky130_fd_sc_hd__nand2b_1,221,1380
sky130_fd_sc_hd__buf_1,159,597
sky130_fd_sc_hd__nand3b_1,423,3180
sky130_fd_sc_hd__nand2_1,410,1540
sky130_fd_sc_hd__a22oi_1,1232,9250
sky130_fd_sc_hd__o22ai_1,668,4180
sky130_fd_sc_hd__nor2_1,441,1660
sky130_fd_sc_hd__nand3_1,455,2280
sky130_fd_sc_hd__nor4_1,134,838
sky130_fd_sc_hd__nor3b_1,221,1660
sky130_fd_sc_hd__edfxtp_1,8192,246000
sky130_fd_sc_hd__mux2i_1,854,8550
sky130_fd_sc_hd__a21oi_1,787,3940
sky130_fd_sc_hd__o21ai_0,347,1740
sky130_fd_sc_hd__or3b_2,390,3420
sky130_fd_sc_hd__and3_1,223,1400
sky130_fd_sc_hd__a221oi_1,234,2050
sky130_fd_sc_hd__mux2_2,405,4560
sky130_fd_sc_hd__buf_2,317,1590
sky130_fd_sc_hd__clkbuf_1,971,3640
sky130_fd_sc_hd__o2bb2ai_1,117,1020
sky130_fd_sc_hd__mux4_2,121,2730
sky130_fd_sc_hd__a22o_1,302,2650
sky130_fd_sc_hd__o211ai_1,168,1260
==> metrics by stage <==
| stage | area [µm²] | std cells | util [%] | hold WS (ns) |
|---|---|---|---|---|
| after global routing | 376000 | 34800 | 35.1 | 0.821 |
| after floorplan | 323000 | 19000 | - | 0.573 |
| final | 376000 | 34900 | 35.1 | 0.768 |
| after CTS | 376000 | 34800 | 35.1 | 0.766 |
| after global placement | 349000 | 33200 | 32.6 | 0.752 |
| after detailed placement | 349000 | 33200 | 32.6 | 0.747 |
==> metal layers <==
metal	vias up	routed length [µm]
met3	2617	219000
met2	15100	489000
met1	93000	321000
met4	96	60400
li1	79400	-
met5	-	2790
==> final timing paths <==
path	slack, ns	start	cells past startpoint	end
min reg2reg	0.77	ram[26][35]$_DFFE_PP_	4	Q[35]$_SDFF_PN0_
min	0.77	ram[26][35]$_DFFE_PP_	4	Q[35]$_SDFF_PN0_
max	99.01	A[2]	14	ram[28][37]$_DFFE_PP_
max reg2reg	127.48	ram[16][65]$_DFFE_PP_	7	ram[30][65]$_DFFE_PP_
==> layout make-up <==
| class | instances | area [µm²] | area share, % |
|---|---|---|---|
| clock inverter | 490 | 4710 | 1.25 |
| antenna | 65 | 163 | 0.0432 |
| tap | 14300 | 17900 | 4.76 |
| clock buffer | 1061 | 22400 | 5.95 |
| inverter | 7 | 46.3 | 0.0123 |
| sequential | 8320 | 249000 | 66.0 |
| multi-input combinational | 9158 | 70500 | 18.7 |
| timing repair buffer | 1435 | 12100 | 3.22 |
==> state kept, by name, summed over array words and instances, names as in the netlist <==
| signal | count |
|---|---|
| Q | 128 |
| ram | 8192 |
==> where the power goes <==
part,leakage [nW],internal (mW),switching [mW]
Sequential,74.6,2.98,0.00266
Clock,13.2,1.33,1.03
Combinational,28.6,0.0965,0.267
Total,116,4.41,1.30
Power and IR drop assume default switching activity.
