## design.v

```verilog
module ysyx_22051013_cache_tag_ram (
    input	wire                               clk,
    input	wire                               rst,
    input	wire            [5:0]              addr,
    input	wire            [23:0]             tag_data_i,
    input	wire                               write_ena,
    output	wire            [22:0]             tag_data_o ,
    output	wire                               tag_valid
);
 reg [23:0] ram [0:63];
 reg [22:0] out_data  ;
 reg        out_vaild ;
 integer tg;
 always @(posedge clk) begin
     if(rst == 1'b1) begin
     	for (tg = 0; tg<64; tg=tg+1) begin
     		ram[tg] <= 24'd0;
     	end
     end
     else if(write_ena) begin
         ram[addr] [22:0] <= tag_data_i[22:0];
         ram[addr] [23] <= tag_data_i[23];
     end 
         out_data <= ram[addr] [22:0];
         out_vaild <= ram[addr] [23];
 end
 assign tag_data_o = out_data;
 assign tag_valid = out_vaild;
endmodule 
```

## run.sh

```bash
#!/bin/bash
# OpenROAD 26Q1-2900-gdf79404cd8, Yosys 0.63+post, stock flow scripts
make -C /OpenROAD-flow-scripts/flow DESIGN_CONFIG=/design/flow/config.mk WORK_HOME=/design/flow/orfs finish
```

## config.mk

```make
export PLATFORM = sky130hd
export DESIGN_NAME = ysyx_22051013_cache_tag_ram
export DESIGN_NICKNAME = ysyx_22051013_cache_tag_ram
export VERILOG_FILES = /design/flow/design.v
export SDC_FILE = /design/flow/constraint.sdc
export NUM_CORES = 4
export LEC_CHECK = 1
export CORE_UTILIZATION = 40
```

## constraint.sdc

```tcl
current_design ysyx_22051013_cache_tag_ram

set clk_period 30.8
set clk_io_pct 0.2

create_clock -name clk0 -period $clk_period [get_ports {clk}]

set non_clock_inputs [all_inputs -no_clocks]
set_input_delay [expr $clk_period * $clk_io_pct] -clock clk0 $non_clock_inputs
set_output_delay [expr $clk_period * $clk_io_pct] -clock clk0 [all_outputs]
```

==> out/metrics.csv <==
stage,metric,value,unit
route,post_drt_wl_per_cell,30.0,um
synth,yosys_area,69800,um2
cts,clk_pin_slew,0.06,ns
cts,clock-sinks,1560,
cts,cts_setup_buffers,0,
placed_design,hpwl,136,mm
run_status,status,finished clean,
placed_design,dp.cells,7224,
critical_path,path_cells,buf_8 -> buf_4 -> buf_12 -> nor2_4 -> buf_4 -> buf_4 -> o2bb2ai_1 -> a221oi_1 -> o22ai_1 -> a211oi_1 -> nand4_1,
synth,edf_count,1536,
layout,layout-drive-gt1-share,11.2,%
final_timing,worst_hold_slack,0.598,ns
cts,cts_tree,done,
floorplanning,core-area,172000,um2
cts,clockBufferDepth,3,
global_route,grt_use_total,27.9,%
critical_path,path_max_fanout,79,
synth,ys_seq_share,66.8,%
synth,synth-async-reset-ratio,0,%
layout,regArea,46600,um2
floorplanning,core.rowCount,152,
job,warnings,26,
pwr,p_leak,26.7,nW
placed_design,postPlaceCellArea,72400,um2
placed_design,place.gp.congestion,0.977,
layout,logic_area,21100,um2
final_timing,setup_viol,0,
cts,cts_hold_buf,0,
cts,clk_latency,0.81,ns
route,drc_errors,0,
layout,fin_area,77400,um2
synth,largest_area_cell,edfxtp_1,
final_timing,worst_pin_slew,1.28,ns
synth,yosys-top-cells-count,"1539 x and2_1, 1536 x edfxtp_1, 441 x clkbuf_1",
synth,yosys_warnings,1,
critical_path,crit_family,buffers and inverters,
critical_path,crit_start,addr[2],
floorplanning,fp_util,40.5,%
route,postRouteAntennaNets,0,
route,drt_iter0_markers,3722,
floorplanning,die_w,420,um
layout,area_growth,11.0,%
critical_path,slowest_delay,1.01,ns
synth,ys_cells,5227,
global_route,grt_max_degree,92,
route,vias,42900,
final_timing,relSlewSlack,13.8,%
global_route,antenna_found_initial,23,
pwr,power_density,61.1,nW/um2
synth,synthCells,5227,
global_route,grt_pass1_vias,43200,
final_timing,finClkSkew,0.0276,ns
pwr,peakVddDrop,49.7,uV
floorplanning,ios,57,
synth,yosysMostFrequentCell,and2_1,
synth,synth.avg_cell_area,13.3,um2
global_route,grt_pass1_wl,320,mm
cts,cts-root-buf,clkbuf_16,
job,cap_violations,0,
global_route,gr-total-overflow,0,
synth,flop_cell,edfxtp_1,
final_timing,finalSetupTns,0,ns
synth,synth_flop_count,1560,
final_timing,rsz0062_at_grt,false,
critical_path,endpoint_kind,flop,
final_timing,hold_violations,0,
worst_hold_path,min_path_type,reg2reg,
critical_path,critPathArrivalTime,10.96,ns
critical_path,timing.critical_path.mode_cell,buf_4,
critical_path,r2r_start,ram[53][20],
placed_design,io_buffer_count,56,
critical_path,crit_required,31.37,ns
final_timing,drv_slew,0,
final_timing,fmax,96.3,MHz
route,drt-total-wl,226,mm
synth,netlist_area,69800,um2
route,vias_per_cell,5.70,
critical_path,cp_slowest_cell,a211oi_1,
synth,synthDistinctLibCells,46,
floorplanning,die_h,420,um
floorplanning,die_area,176000,um2
worst_hold_path,hold_start,ram[57][16],
layout,instances_no_fill,7538,
final_timing,finalWorstPathRequiredPeriod,10.38,ns
synth,top_cell_area_share,66.1,%
route,firstDrtPassIters,9,
cts,numCtsBuffers,164,
final_timing,finalCritPeriodShare,33.7,%
cts,cts.htree.levels,4,
critical_path,start_kind,primary input,
layout,fill_cells,14900,
cts,cts.repair.resized,0,
synth,top_cells_by_area,"edfxtp_1 66%, and2_1 14%, a221oi_1 2.9%, a22oi_1 2.4%, clkbuf_1 2.4%",
critical_path,cp_num_buf_inv,5,
critical_path,crit_type,in2reg,
==> path summary, 6_finish.rpt <==
check	slack, ns	cells past startpoint	end
worst max-delay path	20.42	11	out_data[20]
worst min-delay path	0.60	3	out_data[16]
worst max register to register	27.77	5	out_data[20]
worst min register to register	0.60	3	out_data[16]
==> worst register-to-register path, stage by stage, from the launching register on <==
cell and delay, ns:
edfxtp_1 0.36, mux4_2 0.49, mux2i_1 0.41, o22ai_1 0.16, a211oi_1 1.01, nand4_1 0.39
==> cells by family after synthesis <==
logic type / Yosys count / synth area share [%]
DFF: 1560 / 66.8
muxes: 242 / 4.04
buffers and inverters: 549 / 3.13
AOI/OAI and AO/OA: 887 / 9.29
and+or+nand+nor: 1989 / 16.7
==> power by group <==
group	internal, mW	switching, mW	leakage (nW)
Combinational	0.0948	0.261	9.47
Clock	1.05	0.840	2.45
Sequential	2.44	0.0430	14.8
Total	3.59	1.14	26.7
==> sequential cells by signal (all words and copies together), names as in the netlist <==
name       count
out_vaild      1
ram         1536
out_data      23
==> final cells by class <==
class                   count  area share, %
diodes                     13         0.0420
multi-input cells        3118           27.2
inverters                   3         0.0145
repair buffers            233           2.33
flip-flops and latches   1560           60.2
well taps                2310           3.73
clock buffers             215           5.60
clock inverters            86          0.898
==> metal layers <==
metal  wire, um  GRT usage [%]
met1      78700           35.4
met2     102000           39.8
met3      34800           18.0
met4      10300           9.90
met5        333           1.03
==> placed cells by master, fill, tap and decap left out, drive strengths merged, types with 3 or more instances in the layout <==
| master | netlist | routed |
|---|---|---|
| edfxtp | 1536 | 1536 |
| dfxtp | 24 | 24 |
| a211oi | 14 | 14 |
| bufinv | 0 | 6 |
| o22a | 4 | 4 |
| a21oi | 35 | 35 |
| o22ai | 148 | 148 |
| buf | 105 | 205 |
| nor2 | 175 | 175 |
| mux4 | 26 | 26 |
| a21o | 10 | 10 |
| nor3 | 18 | 18 |
| clkdlybuf4s50 | 0 | 28 |
| a22oi | 227 | 227 |
| o221ai | 3 | 3 |
| mux2 | 58 | 58 |
| diode | 0 | 13 |
| nor3b | 4 | 4 |
| or3 | 3 | 3 |
| o21ai | 127 | 127 |
| nand2b | 4 | 4 |
| a22o | 43 | 43 |
| clkinv | 0 | 70 |
| a221oi | 234 | 234 |
| clkbuf | 441 | 215 |
| nand4 | 10 | 10 |
| a222oi | 21 | 21 |
| o211ai | 11 | 11 |
| and2 | 1539 | 1539 |
| mux2i | 158 | 158 |
| or4 | 21 | 21 |
| nand2 | 135 | 135 |
| or2 | 67 | 67 |
| inv | 3 | 11 |
| nand3 | 3 | 3 |
| nor2b | 6 | 6 |
==> through the flow <==
stage / utilization (%) / setup slack, ns / total power, mW
floorplan: - / 22.52 / 2.69
detailed placement: 42.0 / 19.71 / 2.88
global route: 44.9 / 20.34 / 4.86
global placement: 42.0 / 19.73 / 2.88
CTS: 44.9 / 20.59 / 4.75
finish: 44.9 / 20.42 / 4.73
Power is estimated from default activity; no workload was simulated.
