==> design.v <==
 module ysyx_22051013_booth1(
	 input wire [131:0]	mult	,
	 input wire [2:0]		sel	,
	 output wire [131:0]	part_mul	,
	 output wire 			carry
);
  wire y_add,y,y_sub; 
  wire sel_negative,sel_double_negative,sel_positive,sel_double_positive;
  assign {y_add,y,y_sub} = sel;
  assign sel_negative =  y_add & (y & ~y_sub | ~y & y_sub);
  assign sel_positive = ~y_add & (y & ~y_sub | ~y & y_sub);
  assign sel_double_negative =  y_add & ~y & ~y_sub;
  assign sel_double_positive = ~y_add &  y &  y_sub;
  assign part_mul = sel_double_negative ? ~{mult[130:0] , 1'b0} : 
            	sel_double_positive ? {mult[130:0] , 1'b0} :
            	sel_negative ? ~mult :
            	sel_positive ? mult :
            	132'd0;
  assign carry = sel_double_negative | sel_negative;
endmodule
==> run.sh <==
#!/bin/bash
# OpenROAD 26Q1-2900-gdf79404cd8, Yosys 0.63+post, stock flow scripts
make -C /OpenROAD-flow-scripts/flow DESIGN_CONFIG=/design/flow/config.mk WORK_HOME=/design/flow/orfs finish
==> config.mk <==
export PLATFORM = sky130hd
export DESIGN_NAME = ysyx_22051013_booth1
export DESIGN_NICKNAME = ysyx_22051013_booth1
export VERILOG_FILES = /design/flow/design.v
export SDC_FILE = /design/flow/constraint.sdc
export NUM_CORES = 4
export LEC_CHECK = 1
export CORE_AREA = 10 10 161 161
export DIE_AREA = 0 0 171 171
==> constraint.sdc <==
current_design ysyx_22051013_booth1

set clk_period 17.8
set clk_io_pct 0.2

create_clock -name clk0 -period $clk_period

set non_clock_inputs [all_inputs -no_clocks]
set_input_delay [expr $clk_period * $clk_io_pct] -clock clk0 $non_clock_inputs
set_output_delay [expr $clk_period * $clk_io_pct] -clock clk0 [all_outputs]
==> ci_impl_report.md <==
## PnR job results

| Metric | Value |
|---|---|
| Outcome | `finished clean` |
| Worst slew pin tran | `819.3 ps` |
| Fin. max-slew vios | `0` |
| Area delta synth->final | `58.23%` |
| Remaining global-route overflow | `0` |
| Delay-heaviest family, CP | `buffers and inverters` |
| Top cell area share | `32.70%` |
| Cells after Synth | `491` |
| Worst path buffer plus inverter count | `4` |
| Hold Crit Class | `primary input to primary output` |
| Setup WS pre-CTS | `7973 ps` |
| Rel. slew slack | `45.38%` |
| N_diodes | `0` |
| Fin crit period | `9789 ps` |
| Setup crit end kind | `primary output` |
| Cell Pwr Density | `32.53 nW/µm²` |
| Die height | `171 µm` |
| Cts hold-fix bufs | `0` |
| Share of cells above drive strength 1 | `17.06%` |
| CLK BUF | `0` |
| Register area | `0 µm²` |
| I/O Buffers | `268` |
| WP data required | `14240 ps` |
| Vias | `4902` |
| Top logic cell by instance count in the layout | `clkdlybuf4s50_1` |
| Initial antenna violation count | `0` |
| Sequential fraction of the synthesis area | `0%` |
| GRT Util Overall | `11.85%` |
| Sum Neg Setup Slack | `0 ps` |
| Core box area | `22570 µm²` |
| Initial drt markers | `423` |
| RSZ-0062 raised after global routing | `false` |
| Critical-path cell list | `buf_4 > xnor2_4 > buf_4 > buf_4 > o211ai_1 > clkdlybuf4s50_1` |
| Placer's final routability congestion estimate | `0.8228` |
| Most common cell on crit path | `buf_4` |
| Via density per instance | `5.080` |
| Max Cap Violations | `0` |
| Hpwl dp | `13850 µm` |
| Arrival time worst endpoint | `6230 ps` |
| Die area | `29240 µm²` |
| Crit-path max FO | `65` |
| Post-Syn Area | `4592 µm²` |
| Crit path depth | `6` |
| Worst Setup EP | `part_mul[130]` |
| Warnings from Yosys | `0` |
| CP Class | `primary input to primary output` |
| Post-route ant nets | `0` |
| Most frequent cells in the layout | `265 x clkdlybuf4s50_1, 131 x xnor2_1, 131 x nand4b_1` |
| Max Fclk | `102.2 MHz` |
| Max VDD drop | `0.02071 mV` |
| Post-CTS Setup Inserts | `0` |
| Floorplan Utilization | `20.34%` |
| Final worst slack | `8011 ps` |
| Flop Count | `0` |
| Largest net degree at the start of global routing | `91` |
| Cycle use final | `55.00%` |
| Final Hold Vio Count | `0` |
| Count of final setup violators | `0` |
| Netlist cell types | `17` |
| First-pass GRT wire length | `28680 µm` |
| Yosys stat area | `4592 µm²` |
| Rows | `55` |
| Total wire length | `18950 µm` |
| Ys cells | `491` |
| Synth top area cells | `o221ai_2 33%, nand4b_1 25%, xnor2_1 25%` |
| Fillcell total | `2324` |
| Vias in the first global route | `4762` |
| Critical Path Source Type | `primary input` |
| # DRC | `0` |
| Avg WL per Cell | `19.64 µm` |
| Resize count post-CTS | `0` |
| Log Warnings | `32` |
| Lkg Pwr | `0.001896 µW` |
| Crit path launch | `sel[1]` |
| CP peak stage delay | `670 ps` |
| # IOs | `268` |
| Die Width | `171 µm` |
| Syn Area/Cell | `9.352 µm²` |
| Area leader, netlist | `o221ai_2` |
| First drt pass iteration count | `4` |
| CP max-delay cell | `buf_4` |
-- routing by layer --
metal | GRT usage (%) | wire (µm) | vias up | part of all wire, %
met5 | 0 | 0 | - | 0
met4 | 0.1512 | 23 | 0 | 0.12
met3 | 3.725 | 1719 | 2 | 9.1
met2 | 19.68 | 9229 | 152 | 49
met1 | 15.58 | 7976 | 2313 | 42
li1 | - | - | 2435 | -
-- stage by stage --
stage          hold WS [ps]  area (µm²)  total power [µW]  util [%]  std cells
6_report               8137        7266             236.3     32.19        965
5_1_grt                8208        7266             256.6     32.19        965
4_1_cts                8155        7266             240.9     32.19        965
3_5_place_dp           8146        7266             239.6     32.19        965
3_3_place_gp           8154        7266             240.8     32.19        965
2_1_floorplan          7187        4592             104.4         -        491
-- synthesized netlist by cell type --
library cell and number:
nand4b_1 131, xnor2_1 131, o221ai_2 100, clkbuf_1 48, buf_2 30, o221ai_1 30, buf_6 11, a21o_1 1
a21oi_1 1, a221oi_1 1, and3_1 1, inv_1 1, o211ai_1 1, o21ai_0 1, or3b_1 1, or4b_2 1
xnor2_2 1
-- worst min path at each step --
stage	cells after the start	end	slack, ps	from
after global routing	4	part_mul[23]	8210	sel[2]
final	4	part_mul[17]	8140	sel[2]
after CTS	4	part_mul[17]	8160	sel[2]
-- power breakdown --
| part | total, µW | leakage (µW) | switching (µW) | internal [µW] |
|---|---|---|---|---|
| clock network | 0 | 0 | 0 | 0 |
| registers | 0 | 0 | 0 | 0 |
| logic | 236 | 0.00190 | 93.8 | 143 |
| total | 236 | 0.00190 | 93.8 | 143 |
-- tightest hold or removal path: stages --
cell and delay, ps:
buf_8 250, xnor2_1 220, o221ai_1 110, clkdlybuf4s50_1 420
-- cell type report --
cell class	instances	area (µm²)	area share, %
Multi-Input combinational cell	401	4148	57.09
Timing Repair Buffer	278	2758	37.95
Tap cell	285	356.6	4.908
Inverter	1	3.754	0.05166
-- kinds of logic after synthesis --
logic type / synth area share, %
AND-OR/OR-AND: 39.16
AND/OR/NAND/NOR: 25.53
XOR/XNOR: 25.34
buffers and inverters: 9.973
Power figures rest on the tool's default switching activity, not on a simulated workload.
